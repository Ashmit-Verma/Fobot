### flow/run.sh
#!/bin/bash
# OpenROAD 26Q1-2900-gdf79404cd8, Yosys 0.63+post, stock flow scripts
make -C /OpenROAD-flow-scripts/flow DESIGN_CONFIG=/design/flow/config.mk WORK_HOME=/design/flow/orfs finish
### flow/config.mk
export PLATFORM = sky130hd
export DESIGN_NAME = obstacle_avoidance_robot
export DESIGN_NICKNAME = obstacle_avoidance_robot
export VERILOG_FILES = /design/flow/design.v
export SDC_FILE = /design/flow/constraint.sdc
export NUM_CORES = 4
export LEC_CHECK = 1
export CORE_AREA = 10 10 90 90
export DIE_AREA = 0 0 100 100
### flow/constraint.sdc
current_design obstacle_avoidance_robot

set clk_period 3.1
set clk_io_pct 0.2

create_clock -name clk0 -period $clk_period [get_ports {clk}]

set non_clock_inputs [all_inputs -no_clocks]
set_input_delay [expr $clk_period * $clk_io_pct] -clock clk0 $non_clock_inputs
set_output_delay [expr $clk_period * $clk_io_pct] -clock clk0 [all_outputs]
### flow/design.v
module obstacle_avoidance_robot(
    input clk, reset,
    input [3:0] arduino_input,    
    output reg motorL_pwm, motorR_pwm,
    output reg motorL_dir, motorR_dir
);
localparam IDLE         = 3'b000;
localparam FORWARD      = 3'b001;
localparam TURN_RIGHT   = 3'b010;
localparam STOP         = 3'b100;
localparam OBSTACLE_THRESHOLD = 4'd8;  
localparam TURN_DURATION = 16'd4000;   
reg [2:0] state, next_state;
reg [7:0] pwm_counter = 0;
reg [7:0] dutycycle_L, dutycycle_R;
reg [15:0] turn_counter;
reg obstacle_detected;
always @(posedge clk or posedge reset) begin
    if (reset)
        state <= IDLE;
    else
        state <= next_state;
end
always @(posedge clk) begin
    obstacle_detected <= (arduino_input > OBSTACLE_THRESHOLD);
end
always @(*) begin
    case(state)
        IDLE: begin
            next_state = FORWARD;
        end
        FORWARD: begin
            if(obstacle_detected)
                next_state = TURN_RIGHT;  
            else
                next_state = FORWARD;
        end
        TURN_RIGHT: begin
            if(turn_counter >= TURN_DURATION) begin
                if(obstacle_detected)
                    next_state = TURN_RIGHT;  
                else
                    next_state = FORWARD;
            end
            else
                next_state = TURN_RIGHT;
        end
        STOP: begin
            next_state = STOP;  
        end
        default: next_state = IDLE;
    endcase
end
always @(*) begin
    case(state)
        IDLE: begin
            dutycycle_L = 8'd0;
            dutycycle_R = 8'd0;
            motorL_dir = 1'b0;
            motorR_dir = 1'b0;
        end
        FORWARD: begin
            dutycycle_L = 8'd200;
            dutycycle_R = 8'd200;
            motorL_dir = 1'b1;
            motorR_dir = 1'b1;
        end
        TURN_RIGHT: begin
            dutycycle_L = 8'd200;  
            dutycycle_R = 8'd0;    
            motorL_dir = 1'b1;
            motorR_dir = 1'b1;
        end
        STOP: begin
            dutycycle_L = 8'd0;
            dutycycle_R = 8'd0;
            motorL_dir = 1'b0;
            motorR_dir = 1'b0;
        end
        default: begin
            dutycycle_L = 8'd0;
            dutycycle_R = 8'd0;
            motorL_dir = 1'b0;
            motorR_dir = 1'b0;
        end
    endcase
end
always @(posedge clk) begin
    pwm_counter <= pwm_counter + 1;
    if (state == TURN_RIGHT)
        turn_counter <= turn_counter + 1;
    else
        turn_counter <= 0;
end
always @(posedge clk) begin
    motorL_pwm <= (pwm_counter < dutycycle_L) ? 1'b1 : 1'b0;
    motorR_pwm <= (pwm_counter < dutycycle_R) ? 1'b1 : 1'b0;
end
endmodule
==> design notes <==
Logic depth along the worst register-to-register path is recorded as 3. Final count of pins violating max slew: 0. The tools report the placement row count as 29. The final layout report lists a filler cell count of 657.

The H-tree was split into 2 levels. The fraction of layout instances using a drive strength above 1 works out to 6.76%. In the synthesis report, Yosys lists the chip area as 1320 sq um. The width of the chip is 100 um, and the die outline height is 100 um. Per the detail_route report, DRC violations left total 0.

In the final report, the number of hold violations comes to 0. Before placement the cells fill 21.0% of the core. The run gives 2.19 mm as the final routed wirelength across all metal layers.

Clock tree synthesis selected as its root buffer the cell sky130_fd_sc_hd__clkbuf_8. The signal on the critical path passes through nor2_1 -> inv_1 -> clkdlybuf4s50_1. The clock period could shrink to 2230 ps. The area after detailed placement was 1470 sq um; the worst path buffer plus inverter count was 2. The distinct cell type count after synthesis came out at 33. The clock latency reported for the late side of the worst-skew pair is 280 ps.

In this run the critical register-to-register path is captured at turn_counter[11]$_SDFF_PN0_. The first global-routing pass estimated 3.80 mm of wire. The family with the most delay on the worst path was buffers and inverters. Per the gpl log, the routability congestion estimate is 0.748.

In the CTS report, the clock slew at the register clock pins of the worst setup and hold paths is listed as 60 ps. During I/O placement, the number of pins put on the boundary was 10. The run gives 449 MHz for the highest attainable clock frequency. The run gives 887 for the via count of the first global-routing pass. Most frequent standard cell in the layout excluding fill and tap cells: sky130_fd_sc_hd__dfxtp_1. The area added between synthesis and finish was 18.7%. Across the run, the number of max-cap violations was 0. VDD sags by at most 0.000387 V. Cells fill 24.9% of the core in the end.

With the flip-flop and latch count after synthesis at 30, the pre-CTS worst setup slack is 1150 ps. Looking at hold timing, the worst path starts from pwm_counter[0]$_DFF_P_. The number of inserted diodes came out at 0. Per the placement log, port buffering inserted 9 buffers. The required time reported for the critical path endpoint was 2480 ps; the number of warning messages in the yosys log was 1.

The run gives 0.601 nW as the static leakage. After synthesis, the design contains 136 cells according to Yosys. TritonCTS built the clock tree.

Per the repair_timing log after CTS, setup buffers inserted total 0. STA classifies the critical path endpoint as a primary output. For the number of buffers created by CTS, the log shows 5. The routed wire length per instance came out at 9.72 um. The CTS sink count is 30, and the summed instance area of the synthesized netlist is 1320 sq um. The flop-to-flop setup slack was 1530 ps; the maximum net fanout on the critical path was 12.

For the core box area, the log shows 6280 sq um. The type of element launching the critical path was a flop. For the final database, setup skew stands at 3.95 ps.

Setup repair after global routing left no endpoint under its margin. The tightest min-delay check is of the reg -> reg type. Number of stages on the worst hold path: 1. For the data arrival at the endpoint of the critical path, the log shows 1610 ps.

In the final timing run, aggregate negative setup slack is 0 ps. The run gives 10,000 sq um for the total die area. The worst register-to-register path begins at turn_counter[3]$_SDFF_PN0_. The class of the most critical setup path is reg -> out. OpenROAD reports that the post-layout worst path occupies 71.9% of the period. For this run, the total global-route usage over all layers was measured as 4.47%.

The run finished with clean final reports. The count of mapped cells out of synthesis came out at 136. Note, the detailed placer reported a final HPWL of 1.53 mm. Entering global routing, the biggest net connects 15 pins. The stage delay of the slowest cell on the critical path came out at 490 ps. Detailed-route iteration 0 reported a violation count of 45. Before antenna repair, the detailed router went through 4 iterations. The run gives 9.69 sq um for the mean cell area of the mapped netlist. In the layout the commonest cells are sky130_fd_sc_hd__dfxtp_1, sky130_fd_sc_hd__nand2_1, sky130_fd_sc_hd__inv_1, sky130_fd_sc_hd__clkdlybuf4s50_1. The number of OpenROAD warnings came out at 27. Per the STA report, the cell with the highest stage delay on the worst path is sky130_fd_sc_hd__dfrtp_1. The power density of the placed cells came out at 596 nW/um^2. The run gives 951 as the total via count after detailed routing. For this run, the detailed router reports a per-instance via density of 4.23. The number of antenna violations at the first check in global routing was 0; the sequential element share of the synthesized area was 46.8%.

The worst hold-check slack was 417 ps; the total of cells resized after clock tree synthesis was 0. End point of the most critical hold path: pwm_counter[0]$_DFF_P_. Looking at the clock tree report, the maximum root-to-sink buffer count equals 2.

The tools report the number of routed nets with antenna violations as 0. The last timing report of the flow puts the setup violation total at 0. Global routing finished with a remaining overflow of 0. Hold buffer count at CTS: 0.

The final timing report gives a worst setup slack of 871 ps. After routing the design area is 1560 sq um.
## synth_stat cells (all sizes together)
library cell	instances	share of area [%]
dfxtp	27	41
nand2	10	2.8
inv	9	2.6
a21oi	7	2.7
ha	7	6.6
nor2	7	2.0
o21ai	7	2.7
nand3	6	2.7
nor4	5	2.4
xnor2	5	3.3
mux2i	4	3.0
nand2b	4	1.9
nand4	4	3.0
o31ai	4	2.3
or4	4	2.3
xor2	4	2.7
buf	3	1.8
or3	3	1.4
clkbuf	2	0.57
dfrtp	2	3.8
o2bb2ai	2	1.3
o31a	2	1.3
o41ai	2	1.3
and2	1	0.48
and3	1	0.48
and4	1	0.66
conb	1	0.28
dfstp	1	2.0
o21bai	1	0.57
## flip-flops by register name, indices dropped and copies added, names as in the netlist
signal / flops
turn_counter: 16
motorL_pwm: 1
state: 3
pwm_counter: 8
motorR_pwm: 1
obstacle_detected: 1
## routing by layer
metal,GRT usage (%),share of wire (%),wire (um)
met3,1.67,4.3,93
met2,6.97,44,959
met4,0.870,2.4,53
met1,5.85,49,1080
met5,0,0,0
## cells by family after synthesis
| group | count (synthesis) | share of synthesized area, % |
|---|---|---|
| AOI/OAI and AO/OA | 25 | 12.2 |
| xor gates and xnor gates | 9 | 5.98 |
| adders and majority gates | 7 | 6.65 |
| buffers and inverters | 14 | 4.94 |
| DFF | 30 | 46.8 |
| muxes | 4 | 3.04 |
| other | 1 | 0.285 |
| and+or+nand+nor | 46 | 20.1 |
## area by class of cell
type / count / area, sq um / area share [%]
multi-input cells: 92 / 636 / 40.6
flip-flops and latches: 30 / 617 / 39.4
well taps: 77 / 96.3 / 6.16
repair buffers: 9 / 90.1 / 5.76
clock buffers: 7 / 86.3 / 5.52
inverters: 9 / 33.8 / 2.16
clock inverters: 1 / 5.00 / 0.320
## through the flow
stage | power (mW) | cells
after global routing | 0.992 | 225
after CTS | 0.942 | 225
after floorplan | 0.595 | 136
after global placement | 0.621 | 217
final | 0.932 | 225
after detailed placement | 0.621 | 217
## worst max path at each step
stage / from / endpoint / slack, ps / depth (start not counted)
5_1_grt: state[2]$_DFF_PP0_ / motorL_dir / 750 / 3
4_1_cts: state[2]$_DFF_PP0_ / motorL_dir / 850 / 3
6_report: state[2]$_DFF_PP0_ / motorL_dir / 870 / 3
## worst register-to-register path, cell delays in order (launching register included)
cell,delay (ps)
sky130_fd_sc_hd__dfxtp_1,390
sky130_fd_sc_hd__nand4_1,410
sky130_fd_sc_hd__or4_1,540
sky130_fd_sc_hd__a21oi_1,150
## report_power, final
group | leakage, nW | internal, mW | total [mW] | switching [mW]
clock network | 0.0482 | 0.179 | 0.319 | 0.140
logic | 0.302 | 0.0579 | 0.124 | 0.0659
registers | 0.250 | 0.439 | 0.489 | 0.0503
Power is estimated from default activity; no workload was simulated.
